$ cat design/flow/design.v
`timescale 1 ns / 1 ps
module FSM_Controller(EN_OUT, LOAD, START, CLK, RST);
	input START, CLK, RST;
	output reg EN_OUT, LOAD;
	reg [1:0] CURRENT_STATE, NEXT_STATE;
	reg [3:0] COUNT;
	always@(CURRENT_STATE or START or COUNT) begin
		case (CURRENT_STATE)
			2'b00:	
				NEXT_STATE = 2'b01;
			2'b01:
				begin
					if (START)
						NEXT_STATE = 2'b10;
					else
						NEXT_STATE = CURRENT_STATE;
				end
			2'b10:
				begin
				 if (COUNT == 4'd8) 
					NEXT_STATE = 2'b11;
				 else 
					NEXT_STATE = CURRENT_STATE;
				end
			2'b11:
				begin
					if (~START) 
						NEXT_STATE = 2'b01;
					else
						NEXT_STATE = CURRENT_STATE;
				end
			default: 
				NEXT_STATE = 2'bxx;
		endcase
	end
	always@(posedge CLK or negedge RST) begin
		if (~RST) begin
			CURRENT_STATE <= 2'b00;
			COUNT <= 'b0;
		end
		else begin
			CURRENT_STATE <= NEXT_STATE;
			if (CURRENT_STATE == 2'b01) 
				COUNT <= 'b0;
			else if (CURRENT_STATE == 2'b10)
				COUNT <= COUNT + 1'b1;
			else
				COUNT <= COUNT;
		end
	end
	always@(CURRENT_STATE or COUNT) begin
		if (CURRENT_STATE == 2'b01) begin
			LOAD = 1'b1;
			EN_OUT = 1'b1;
		end
		else if (CURRENT_STATE == 2'b10) begin
			LOAD = 1'b0;
			EN_OUT = 1'b1;
		end
		else if (CURRENT_STATE == 2'b11) begin
			LOAD = 1'b0;
			EN_OUT = 1'b0;
		end
		else begin
			LOAD = 1'b0;
			EN_OUT = 1'b0;
		end
	end
endmodule
`timescale 1 ns / 1 ps
module Serial_Adder(SUM, CLK, RST, START, A, B);
	parameter SIZE = 8;
	input CLK, RST, START;
	input [SIZE-1:0] A, B;
	output [SIZE:0] SUM;
	wire EN_OUT, LOAD, C_OUT, FA_SUM;
	wire [SIZE-1:0] A_REG_WIRE, B_REG_WIRE;
	reg C_IN;
	FSM_Controller FSM_1(EN_OUT, LOAD, START, CLK, RST);
	Shift_Reg A_REG(A_REG_WIRE, CLK, RST, EN_OUT, LOAD, 1'b0, A);
	Shift_Reg B_REG(B_REG_WIRE, CLK, RST, EN_OUT, LOAD, 1'b0, B);
	assign {C_OUT, FA_SUM} = A_REG_WIRE[0] + B_REG_WIRE[0] + C_IN;
	always@(posedge CLK or negedge RST) begin
		if (~RST)
			C_IN <= 1'b0;
		else
			C_IN <= C_OUT;
	end
	Shift_Reg #(.SIZE(9)) SUM_REG(SUM, CLK, RST, EN_OUT, 1'b0, FA_SUM, 'b0);	
endmodule
`timescale 1 ns / 1 ps
module Shift_Reg(DATA_OUT, CLK, RST, EN, LOAD, BIT_IN, DATA_IN);
	parameter SIZE = 8;
	input CLK, RST, EN, BIT_IN, LOAD;
	input [SIZE-1:0] DATA_IN;
	output reg [SIZE-1:0] DATA_OUT;
	always@(posedge CLK or negedge RST) begin
		if (~RST) 
			DATA_OUT <= 'b0;
		else begin
			if (EN) begin
				if (LOAD)
					DATA_OUT <= DATA_IN;
				else begin
					DATA_OUT <= {BIT_IN, DATA_OUT[SIZE-1:1]};
				end
			end
			else
				DATA_OUT <= DATA_OUT;
		end
	end
endmodule
$ cat design/flow/run.sh
#!/bin/bash
# OpenROAD 26Q1-2900-gdf79404cd8, Yosys 0.63+post, stock flow scripts
make -C /OpenROAD-flow-scripts/flow DESIGN_CONFIG=/design/flow/config.mk WORK_HOME=/design/flow/orfs finish
$ cat design/flow/config.mk
export PLATFORM = sky130hd
export DESIGN_NAME = Serial_Adder
export DESIGN_NICKNAME = Serial_Adder
export VERILOG_FILES = /design/flow/design.v
export SDC_FILE = /design/flow/constraint.sdc
export NUM_CORES = 4
export LEC_CHECK = 1
export CORE_UTILIZATION = 30
$ cat design/flow/constraint.sdc
current_design Serial_Adder

set clk_period 3.0
set clk_io_pct 0.2

create_clock -name clk0 -period $clk_period [get_ports {CLK}]

set non_clock_inputs [all_inputs -no_clocks]
set_input_delay [expr $clk_period * $clk_io_pct] -clock clk0 $non_clock_inputs
set_output_delay [expr $clk_period * $clk_io_pct] -clock clk0 [all_outputs]
==> flow_metrics.py <==
# Synthesis and PnR figures
metrics = {
    "run_status": {
        "outcome": "completed",
    },
    "grt": {
        "track_usage": 0.114,
        "grt_pass1_wl_um": 4510,
        "grt_antenna_before_repair": 0,
        "first_global_vias": 909,
        "grt_max_degree": 35,
        "overflow": 0,
    },
    "logic_synthesis": {
        "synthFlopType": "dfrtp_1",
        "avgSynthCellArea_sq_um": 12.6,
        "synth_cell_types": 25,
        "synth-edff-count": 0,
        "yosys_area_sq_mm": 0.00151,
        "syn_area_sq_mm": 0.00151,
        "topCellsByArea": "dfrtp_1, mux2i_1, mux2_4",
        "ys.warnings.count": 4,
        "top_area_frac": 0.549,
        "async_flop_share": 1.00,
        "largest_area_cell": "dfrtp_1",
        "top_cell": "dfrtp_1",
        "yosys_register_bits": 34,
        "yosysSeqAreaShare": 0.566,
        "ys_cells": 119,
        "common_cells": "dfrtp_1, mux2i_1, nand2_1, o21ai_1, mux2_4",
        "syn-instance-count": 119,
    },
    "clocking": {
        "cts_made_buffers": 5,
        "clock_sinks": 34,
        "ctsResizeCount": 0,
        "clock_path_buffers": 2,
        "clock_latency_ns": 0.28,
        "cts_setup_buffers": 0,
        "cts_max_level": 2,
        "cts-root-buf": "clkbuf_8",
        "hold_buffers": 0,
        "cts_tree": "built",
        "path_clk_slew_ns": 0.07,
    },
    "critical_path": {
        "end_kind": "output port",
        "r2r-start": "FSM_1.CURRENT_STATE[2]",
        "crit_family": "buffers and inverters",
        "crit_type": "reg2out",
        "rr_endpoint": "SUM_REG.DATA_OUT[0]",
        "crit_required_ns": 2.40,
        "r2r_cells": 2,
        "worstPathMaxFanout": 3,
        "worst_setup_path_start_kind": "flip-flop",
        "reg2reg_setup_slack_ns": 1.53,
        "critPathSlowestCell": "clkdlybuf4s50_1",
        "endpoint": "SUM[7]",
        "cpPeakStageDelay_ns": 0.47,
        "cp.arrival_ns": 1.13,
        "path_buffers": 1,
        "worstPathCellList": "clkdlybuf4s50_1",
        "cp_num_cells": 1,
        "critPathLaunch": "SUM_REG.DATA_OUT[7]",
    },
    "min_path": {
        "hold_class": "reg2reg",
        "whs_path_depth": 1,
    },
    "route": {
        "vias_per_cell": 4.39,
        "drt-wirelength-per-cell_um": 11.7,
        "antenna_cells": 0,
        "vias": 953,
        "wirelength_um": 2540,
        "drt_iter0_markers": 36,
        "drt.antenna.violating_nets": 0,
        "drcViolationCount": 0,
        "drtPass1Iterations": 4,
    },
    "timing": {
        "hold_violations": 0,
        "min_period_ns": 1.73,
        "slew_viol_final": 0,
        "fin_worst_skew_ns": 0.00134,
        "fin_setup_tns_ns": 0,
        "rsz0062_at_grt": "no",
        "finalCritPeriodShare": 0.576,
        "finalSetupViolCount": 0,
        "fmax_mhz": 578,
    },
    "cells_and_area": {
        "logic_area_sq_um": 584,
        "stdcell_count": 217,
        "fillers": 442,
        "drive_gt1_frac": 0.140,
        "syn_to_final_growth_pct": 27.3,
        "seq_area_sq_um": 852,
    },
    "power_and_ir_drop": {
        "power.leakage_nw": 0.928,
        "p_per_area_mw_per_mm2": 622,
        "vdd_ir_drop_max_mv": 0.271,
    },
    "run": {
        "drv_cap": 0,
        "warnings": 26,
    },
    "placement": {
        "numPortBuffers": 27,
        "dpl.cell_count": 209,
        "gp_congestion": 0.744,
    },
    "floorplan": {
        "core_area_sq_mm": 0.00479,
        "fp-utilization": 0.315,
        "ioPinCount": 28,
        "placementRows": 25,
        "die_y_um": 72.8,
        "die_w_um": 72.8,
        "die_area_sq_mm": 0.00530,
    },
}
flip-flops by register name, indices dropped and copies added (netlist names):
| name | count |
|---|---|
| A_REG.DATA_OUT | 8 |
| B_REG.DATA_OUT | 8 |
| C_IN | 1 |
| FSM_1.COUNT | 4 |
| FSM_1.CURRENT_STATE | 4 |
| SUM_REG.DATA_OUT | 9 |
routing by layer:
metal	GRT usage	up-vias	routed length (um)	share of wire
li1	-	466	-	-
met1	0.190	456	1250	0.49
met2	0.156	27	1130	0.45
met3	0.0308	4	130	0.051
met4	0.0174	0	31	0.012
met5	0	-	0	0
stage by stage:
stage          setup WS (ns)  power [mW]  area [sq um]  utilization  hold slack, ns
3_5_place_dp            1.53       0.862          1820        0.381           0.484
2_1_floorplan           1.79       0.699          1510            -           0.304
5_1_grt                 1.19        1.27          1920        0.400           0.517
3_3_place_gp            1.53       0.857          1820        0.381           0.478
6_report                1.27        1.19          1920        0.400           0.493
4_1_cts                 1.25        1.21          1920        0.400           0.500
kinds of logic (layout without fill, tap and decap cells):
logic type | Yosys count | count (layout) | synth area share
DFF | 34 | 34 | 0.566
other | 1 | 1 | 0.00249
muxes | 25 | 25 | 0.195
xor gates and xnor gates | 1 | 1 | 0.00582
AOI/OAI and AO/OA | 21 | 21 | 0.0823
buffers and inverters | 10 | 41 | 0.0457
adders and majority gates | 3 | 3 | 0.0299
and+or+nand+nor | 24 | 24 | 0.0731
power breakdown:
group          switching (mW)  leakage, nW  internal [mW]
Combinational          0.0548        0.471          0.193
Sequential             0.0606        0.409          0.541
Clock                   0.157       0.0482          0.185
Total                   0.272        0.928          0.919
cell usage in the layout, fill, tap and decap left out, drive strengths merged, types with 2 or more instances in the layout:
cell type      Yosys  final
nor2               5      5
ha                 2      2
clkbuf             2      7
clkdlybuf4s50      0     27
dfrtp             33     33
o21ai             15     15
a22o               3      3
mux2i             15     15
nand3b             2      2
inv                3      3
buf                5      3
nand2             15     15
mux2              10     10
worst min-delay path by stage:
stage | from | slack [ns] | to
4_1_cts | SUM_REG.DATA_OUT[0] | 0.50 | SUM_REG.DATA_OUT[0]
5_1_grt | A_REG.DATA_OUT[7] | 0.52 | A_REG.DATA_OUT[7]
6_report | SUM_REG.DATA_OUT[0] | 0.49 | SUM_REG.DATA_OUT[0]
final cells by class:
class | count | share of cell area
Sequential cell | 34 | 0.445
Multi-Input combinational cell | 75 | 0.305
Timing Repair Buffer | 30 | 0.153
Clock buffer | 7 | 0.0451
Tap cell | 67 | 0.0438
Inverter | 3 | 0.00588
Clock inverter | 1 | 0.00261
Power figures rest on the tool's default switching activity, not on a simulated workload.
